## flow/config.mk

```make
export PLATFORM = sky130hd
export DESIGN_NAME = single_cycle_mips
export DESIGN_NICKNAME = single_cycle_mips
export VERILOG_FILES = /design/flow/design.v
export SDC_FILE = /design/flow/constraint.sdc
export NUM_CORES = 4
export LEC_CHECK = 1
export CORE_UTILIZATION = 30
```

## flow/design.v

```verilog
`timescale 1ns/1ps
module alu(opA, opB, alu_op, shamt, alu_res);  
  input [32-1:0] opA, opB;
  input [5:0] alu_op;
  input [4:0] shamt;
  output reg [32-1:0] alu_res;
  parameter ADD     = 6'b100_000;
  parameter SUB     = 6'b100_010;
  parameter SLT     = 6'b101_010;
  parameter SLL     = 6'b000_000;
  parameter SRL     = 6'b000_010;
  parameter JR      = 6'b001_000;
  parameter BEQ     = 6'b000_100;
  parameter BNE     = 6'b000_101;
  wire overflow;
  wire [32-1:0] temp;
  assign {overflow, temp} = {opA[31], opA} - {opB[31], opB};
  always@(*) begin
    case(alu_op)
      ADD: alu_res = opA + opB;
      SUB: alu_res = opA - opB;
      SLT: alu_res = (overflow)? 32'd1 : 32'd0;
      SLL: alu_res = opB << shamt;
      SRL: alu_res = opB >> shamt;
      BEQ: alu_res = (!temp)? 32'd1 : 32'd0;
      BNE: alu_res = (temp)? 32'd1 : 32'd0;
      default: alu_res = 32'd0;
    endcase
  end
endmodule
`timescale 1ns/1ps
module controller(opcode, funct, sel_dest, wr_en, sel_opB, alu_op, sel_data, mem_wr, sel_pc);
  input [5:0] opcode;
  input [5:0] funct;
  output reg [1:0] sel_dest;
  output reg wr_en;
  output reg sel_opB;
  output reg [5:0] alu_op;
  output reg [1:0] sel_data;
  output reg mem_wr;
  output reg [1:0] sel_pc;
  parameter R_TYPE  = 6'b000_000;
  parameter ADD     = 6'b100_000;
  parameter SUB     = 6'b100_010;
  parameter SLT     = 6'b101_010;
  parameter SLL     = 6'b000_000;
  parameter SRL     = 6'b000_010;
  parameter JR      = 6'b001_000;
  parameter ADDI    = 6'b001_000;
  parameter SLTI    = 6'b001_010;
  parameter LW      = 6'b100_011;
  parameter SW      = 6'b101_011;
  parameter BEQ     = 6'b000_100;
  parameter BNE     = 6'b000_101;
  parameter J       = 6'b000_010;
  parameter JAL     = 6'b000_011;
  always@(*) begin
    case(opcode)
      R_TYPE: sel_dest = 2'b00;
      JAL: sel_dest = 2'b10;
      default: sel_dest = 2'b01;
    endcase
  end
  always@(*) begin
    case(opcode)
      R_TYPE, ADDI, SLTI, LW, JAL: wr_en = 1'b1;
      default: wr_en = 1'b0;
    endcase
  end
  always@(*) begin
    case(opcode)
      R_TYPE, BEQ, BNE: sel_opB = 1'b0;
      default: sel_opB = 1'b1;
    endcase
  end
  always@(*) begin
    case(opcode)
      R_TYPE: alu_op = funct;
      ADDI, LW, SW: alu_op = ADD;
      SLTI: alu_op = SLT;
      BEQ, BNE: alu_op = opcode;
      default: alu_op = 6'd0;
    endcase
  end
  always@(*) begin
    case(opcode)
      LW: sel_data = 2'b01;
      JAL: sel_data = 2'b10;
      default: sel_data = 2'b00;
    endcase
  end
  always@(*) begin
    case(opcode)
      SW: mem_wr = 1'b1;
      default: mem_wr = 1'b0;
    endcase
  end
  always@(*) begin
    case(opcode)
      BEQ, BNE: sel_pc = 2'b01;
      J, JAL: sel_pc = 2'b10;
      R_TYPE:
        if (funct == JR) sel_pc = 2'b11;
        else sel_pc = 2'b00;
      default: sel_pc = 2'b00;
    endcase 
  end
endmodule
`timescale 1ns/1ps
module rf(clk, nrst, rd_addrA, rd_addrB, wr_addr, wr_en, wr_data, rd_dataA, rd_dataB);
  input clk;
  input nrst;
  input [5-1:0] rd_addrA, rd_addrB;
  input [5-1:0] wr_addr;
  input wr_en;
  input [32-1:0] wr_data;
  output reg [32-1:0] rd_dataA, rd_dataB;
  reg [32-1:0] register [0:32-1];
  integer i;
  always@(posedge clk or negedge nrst)
    if (!nrst) begin
      for (i = 0; i < 32; i = i + 1)
        register[i] <= 32'd0;
    end
    else begin
      if ( (wr_en) && (wr_addr) )
        register[wr_addr] <= wr_data;
    end
  always@(*) begin
    rd_dataA = register[rd_addrA];
    rd_dataB = register[rd_addrB];
  end
endmodule
`timescale 1ns/1ps
module single_cycle_mips(clk, nrst, inst_addr, inst, data_addr, data_in, data_out, data_wr);
  input clk;
  input nrst;
  output reg [32-1:0] inst_addr;
  input [32-1:0] inst;
  output reg [32-1:0] data_addr;
  input [32-1:0] data_in;         
  output reg [32-1:0] data_out;   
  output reg data_wr;
  reg [32-1:0] pc_next;
  reg [32-1:0] branch_next;
  reg [32-1:0] j_next;
  reg [5:0] opcode;
  reg [5-1:0] rs, rt, rd;
  reg [4:0] shamt;
  reg [5:0] funct;
  reg [15:0] imm;
  reg [25:0] addr;
  reg [5-1:0] rd_addrA, rd_addrB;
  wire [32-1:0] rd_dataA, rd_dataB;
  wire wr_en; 
  reg [5-1:0] wr_addr;
  reg [32-1:0] wr_data;
  reg [32-1:0] sign_extend;
  reg [32-1:0] opA, opB; 
  wire [32-1:0] alu_res;
  wire [1:0] sel_dest;
  wire sel_opB;
  wire [5:0] alu_op;
  wire [1:0] sel_data;
  wire mem_wr;
  wire [1:0] sel_pc;
  rf RF_U1(.clk(clk),
    .nrst(nrst),
    .rd_addrA(rd_addrA),
    .rd_addrB(rd_addrB),
    .wr_addr(wr_addr),
    .wr_en(wr_en),
    .wr_data(wr_data),
    .rd_dataA(rd_dataA),
    .rd_dataB(rd_dataB)
  );
  alu ALU_U1(.opA(opA),
    .opB(opB),
    .alu_op(alu_op),
    .shamt(shamt),
    .alu_res(alu_res)
  );
  controller CONTROLLER_U1(.opcode(opcode),
    .funct(funct),
    .sel_dest(sel_dest),
    .wr_en(wr_en),
    .sel_opB(sel_opB),
    .alu_op(alu_op),
    .sel_data(sel_data),
    .mem_wr(mem_wr),
    .sel_pc(sel_pc)
  );
  always@(*) begin
    pc_next = inst_addr + 4;
    branch_next = pc_next + {sign_extend[29:0], 2'b00};
    j_next = {inst_addr[31:28], addr, 2'b00};
  end
  always@(posedge clk or negedge nrst) begin
    if (!nrst)
      inst_addr <= 32'd0;
    else
      case(sel_pc)
        2'b01: inst_addr <= (alu_res)? branch_next : pc_next;
        2'b10: inst_addr <= j_next;
        2'b11: inst_addr <= rd_dataA;
        default: inst_addr <= pc_next;
      endcase
  end
  always@(*) begin
    opcode = inst[31:26];
    rs = inst[25:21];
    rt = inst[20:16];
    rd = inst[15:11];
    shamt = inst[10:6];
    funct = inst[5:0];
    imm = inst[15:0];
    addr = inst[25:0];
  end
  always@(*) begin
    rd_addrA = rs;
    rd_addrB = rt;
    sign_extend = {{16{imm[15]}}, imm};
  end
  always@(*) begin
    case(sel_dest)
      2'b00: wr_addr = rd;
      2'b10: wr_addr = 5'b11111;
      default: wr_addr = rt;
    endcase
  end
  always@(*) begin
    opA = rd_dataA;
    opB = (sel_opB)? sign_extend : rd_dataB;
  end
  always@(*) begin
    data_addr = alu_res;
    data_out = rd_dataB;
    data_wr = mem_wr;
  end
  always@(*) begin
    case(sel_data)
      2'b01: wr_data = data_in;
      2'b10: wr_data = pc_next;
      default: wr_data = alu_res;
    endcase
  end
endmodule
```

## flow/constraint.sdc

```tcl
current_design single_cycle_mips

set clk_period 18.6
set clk_io_pct 0.2

create_clock -name clk0 -period $clk_period [get_ports {clk}]

set non_clock_inputs [all_inputs -no_clocks]
set_input_delay [expr $clk_period * $clk_io_pct] -clock clk0 $non_clock_inputs
set_output_delay [expr $clk_period * $clk_io_pct] -clock clk0 [all_outputs]
```

## flow/run.sh

```bash
#!/bin/bash
# OpenROAD 26Q1-2900-gdf79404cd8, Yosys 0.63+post, stock flow scripts
make -C /OpenROAD-flow-scripts/flow DESIGN_CONFIG=/design/flow/config.mk WORK_HOME=/design/flow/orfs finish
```

==> out/qor.csv <==
metric,value,unit
cts_root_buf,clkbuf_16,
hold_viol_final,0,
cp_top_family,AND-OR/OR-AND gates,
clock-skew-final,0.0387,ns
clock_sinks,1056,
drc,0,
initial_core_util,30.3,%
rows,169,
vias_per_cell,6.54,
arrival,13.05,ns
syn_area_per_cell,8.34,um^2
yosys_area,64300,um^2
maxCapViolCount,0,
yosysWarningCount,5,
r2r_end,inst_addr[3],
period_used_share,90.2,%
portBuffers,162,
grt_pass1_vias,65500,
grt_pass1_wl,560000,um
area_delta_synth_final,15.6,%
ir_drop,0.0859,mV
relSlewSlack,23.5,%
ant_nets,0,
required,14.88,ns
worstSetupEndpointType,output pin,
warnings,36,
critical_path.max_fanout,43,
fmax,0.0596,GHz
postSynth.topFlopCell,dfrtp_1,
drv_slew,0,
grt_antenna_before_repair,36,
dieHeight,465,um
grt_max_degree,114,
cts_hold_buffers,0,
cts_max_level,3,
largest_area_cell,dfrtp_1,
fill_cells,21600,
ioPinCount,163,
cts_tree,yes,
crit_slowest_cell,a21oi_1,
yosys-top-cells-area,"dfrtp_1 41%, o21ai_0 8.2%, nand2_1 7.8%, a22oi_1 7.1%, clkbuf_1 3.7%",
grt-ovfl-total,0,
worst_pin_slew,1.15,ns
slowest_delay,0.89,ns
core,213000,um^2
postSynthSeqShare,41.1,%
synth_flops,1056,
netlist_area,64300,um^2
die_w,465,um
start_kind,input port,
cts_buffer_depth,3,
worst_setup_path_endpoint,data_addr[0],
dr.pass1.iters,9,
yosysUniqueCellTypes,103,
rr_startpoint,RF_U1.register[3][1],
edf_count,0,
fin_tns_setup,0,ns
status,"finished, final reports clean",
cts_made_buffers,115,
cpMostUsedCell,buf_4,
vias,69300,
rsz0062_at_grt,false,
dp_slack,2.18,ns
clk_latency,0.79,ns
drive_gt1_share,12.3,%
power_density,86.5,nW/um^2
layout_setup_ws,1.83,ns
leakagePower,0.0330,uW
crit_cells,25,
gp_congestion,1.08,
ys_cells,7716,
setup.worst_path.start,inst[17],
wirelength,413000,um
wl_per_cell,39.0,um
syn_inst,7716,
postSynth.asyncResetShare,100,%
r2r_slack,9.44,ns
hp-class,reg -> reg,
cts_resized,0,
ff2ff_path_depth,30,
path_clk_slew,0.06,ns
design.die.area,216000,um^2
crit_type,in -> out,
whs_path_depth,0,
cts_setup_buffers,0,
hpwl,285000,um
finalSetupViolCount,0,
period_minus_slack,16.77,ns
top_area_share,41.1,%
grtUsageTotal,38.6,%
worst-path-buf-inv,5,
drtIter0Drc,9503,
worst register-to-register path: cells and delay by family (launching register included):
family	cells	cell delay, ns
muxes	1	0.07
DFF	1	0.41
adders and majority gates	2	0.75
buffers and inverters	1	0.21
AOI/OAI and AO/OA	7	2.27
xor gates and xnor gates	1	0.11
and+or+nand+nor	18	5.21
flip-flops by register name, summed over array words and instances, names as in the netlist:
signal and cells:
RF_U1.register 1024, inst_addr 32
logic make-up after synthesis:
family | after synthesis | synth area share (%)
mux | 194 | 3.58
simple gates | 2995 | 22.3
fa+ha+maj | 98 | 1.93
xor+xnor | 106 | 1.44
compound gates | 2485 | 24.8
buf+inv | 782 | 4.92
flops | 1056 | 41.1
cell usage in the layout (no fill, tap or decap), types with 56 or more instances in the layout:
cell type	instances
a2111oi_0	80
a21oi_1	232
a221oi_1	58
a22oi_1	611
and3_1	349
buf_4	384
clkbuf_16	117
clkdlybuf4s50_1	152
dfrtp_1	1056
ha_1	95
inv_1	56
mux2_2	141
nand2_1	1304
nand3_1	332
nand4_1	142
nor2_1	307
nor3_1	134
nor4_1	73
o21ai_0	1029
xnor2_1	68
synth_stat cells, types with 28 or more instances:
master,instances
nand2_1,1336
o21ai_0,1058
dfrtp_1,1056
clkbuf_1,629
a22oi_1,611
nor2_1,354
and3_1,349
nand3_1,332
a21oi_1,245
nand4_1,142
mux2_2,141
nor3_1,136
ha_1,96
a2111oi_0,82
nor4_1,75
xnor2_1,68
a221oi_1,58
inv_1,57
buf_2,51
a21o_1,46
mux2i_1,38
xor2_1,38
o221ai_1,36
a211oi_1,35
and4_1,34
and2_1,33
nand2b_1,29
o22ai_1,29
a31oi_1,28
nor3b_1,28
o21a_1,28
through the flow:
| step | total power [uW] | utilization [%] | cell area [um^2] | instances | hold WS (ns) |
|---|---|---|---|---|---|
| 2_1_floorplan | 3220 | - | 64300 | 7716 | 0.444 |
| 3_3_place_gp | 3940 | 33.1 | 70300 | 10400 | 0.387 |
| 3_5_place_dp | 3950 | 33.1 | 70300 | 10400 | 0.389 |
| 4_1_cts | 6390 | 34.9 | 74300 | 10600 | 0.404 |
| 5_1_grt | 6600 | 34.9 | 74300 | 10600 | 0.419 |
| 6_report | 6440 | 35.0 | 74400 | 10600 | 0.404 |
final cells by class:
type	count	area (um^2)	share of cell area (%)
Tap cell	2821	3530	4.75
Inverter	61	229	0.308
Multi-Input combinational cell	5878	35500	47.8
Antenna cell	19	47.5	0.0639
Clock inverter	51	663	0.892
Timing Repair Buffer	552	4640	6.24
Clock buffer	161	3320	4.47
Sequential cell	1056	26400	35.5
how the worst min path moves through the flow:
stage	slack (ns)	end	from
4_1_cts	0.40	RF_U1.register[0][12]	RF_U1.register[0][12]
5_1_grt	0.42	RF_U1.register[0][1]	RF_U1.register[0][1]
6_report	0.40	RF_U1.register[0][12]	RF_U1.register[0][12]
routing by layer:
| metal | up-vias | routed length [um] | global-route usage, % |
|---|---|---|---|
| li1 | 28400 | - | - |
| met1 | 33600 | 148000 | 46.9 |
| met2 | 5560 | 168000 | 53.3 |
| met3 | 1791 | 59500 | 19.8 |
| met4 | 44 | 36800 | 25.8 |
| met5 | - | 820 | 1.43 |
report_power, final:
part	leakage, uW	internal (uW)	total, uW	switching (uW)
clock	0.00195	1420	2470	1060
combinational	0.0165	435	1370	934
sequential	0.0146	2430	2600	165
total	0.0330	4280	6440	2160
Power is estimated from default activity; no workload was simulated.
